**design/flow/design.v**
```verilog
package ariane_dm_pkg;
  localparam logic [3:0] DataCount     = 4'h2;
  localparam logic [11:0] DataAddr = 12'h380;  
  typedef struct packed {
    logic [31:24] zero1;
    logic [23:20] nscratch;
    logic [19:17] zero0;
    logic         dataaccess;
    logic [15:12] datasize;
    logic [11:0]  dataaddr;
  } hartinfo_t;
  localparam logic [63:0] HaltAddress = 64'h800;
  localparam logic [63:0] ResumeAddress = HaltAddress + 4;
  localparam logic [63:0] ExceptionAddress = HaltAddress + 8;
  localparam logic [2:0] CauseBreakpoint = 3'h1;
  localparam logic [2:0] CauseTrigger    = 3'h2;
  localparam logic [2:0] CauseRequest    = 3'h3;
  localparam logic [2:0] CauseSingleStep = 3'h4;
endpackage : ariane_dm_pkg
package cva6_config_pkg;
    localparam CVA6ConfigXlen = 32;
    localparam CVA6ConfigFpuEn = 0;
    localparam CVA6ConfigF16En = 0;
    localparam CVA6ConfigF16AltEn = 0;
    localparam CVA6ConfigF8En = 0;
    localparam CVA6ConfigFVecEn = 0;
    localparam CVA6ConfigCvxifEn = 1;
    localparam CVA6ConfigCExtEn = 1;
    localparam CVA6ConfigAExtEn = 0;
    localparam CVA6ConfigFetchUserEn = 0;
    localparam CVA6ConfigFetchUserWidth = CVA6ConfigXlen;
    localparam CVA6ConfigDataUserEn = 0;
    localparam CVA6ConfigDataUserWidth = CVA6ConfigXlen;
    localparam CVA6ConfigRenameEn = 0;
    localparam CVA6ConfigIcacheSetAssoc = 4;
    localparam CVA6ConfigDcacheSetAssoc = 8;
    localparam CVA6ConfigNrCommitPorts = 2;
    localparam CVA6ConfigNrScoreboardEntries = 8;
    localparam CVA6ConfigFPGAEn = 0;
endpackage
package cva6_config_pkg;
    localparam CVA6ConfigXlen = 32;
    localparam CVA6ConfigFpuEn = 0;
    localparam CVA6ConfigF16En = 0;
    localparam CVA6ConfigF16AltEn = 0;
    localparam CVA6ConfigF8En = 0;
    localparam CVA6ConfigFVecEn = 0;
    localparam CVA6ConfigCvxifEn = 0;
    localparam CVA6ConfigCExtEn = 0;
    localparam CVA6ConfigAExtEn = 1;
    localparam CVA6ConfigFetchUserEn = 0;
    localparam CVA6ConfigFetchUserWidth = CVA6ConfigXlen;
    localparam CVA6ConfigDataUserEn = 0;
    localparam CVA6ConfigDataUserWidth = CVA6ConfigXlen;
    localparam CVA6ConfigRenameEn = 0;
    localparam CVA6ConfigIcacheSetAssoc = 2;
    localparam CVA6ConfigDcacheSetAssoc = 2;
    localparam CVA6ConfigNrCommitPorts = 1;
    localparam CVA6ConfigNrScoreboardEntries = 4;
    localparam CVA6ConfigFPGAEn = 1;
endpackage
package cva6_config_pkg;
    localparam CVA6ConfigXlen = 32;
    localparam CVA6ConfigFpuEn = 0;
    localparam CVA6ConfigF16En = 0;
    localparam CVA6ConfigF16AltEn = 0;
    localparam CVA6ConfigF8En = 0;
    localparam CVA6ConfigFVecEn = 0;
    localparam CVA6ConfigCvxifEn = 0;
    localparam CVA6ConfigCExtEn = 1;
    localparam CVA6ConfigAExtEn = 1;
    localparam CVA6ConfigFetchUserEn = 0;
    localparam CVA6ConfigFetchUserWidth = CVA6ConfigXlen;
    localparam CVA6ConfigDataUserEn = 0;
    localparam CVA6ConfigDataUserWidth = CVA6ConfigXlen;
    localparam CVA6ConfigRenameEn = 0;
    localparam CVA6ConfigIcacheSetAssoc = 4;
    localparam CVA6ConfigDcacheSetAssoc = 8;
    localparam CVA6ConfigNrCommitPorts = 2;
    localparam CVA6ConfigNrScoreboardEntries = 8;
    localparam CVA6ConfigFPGAEn = 0;
endpackage
package cva6_config_pkg;
    localparam CVA6ConfigXlen = 32;
    localparam CVA6ConfigFpuEn = 0;
    localparam CVA6ConfigF16En = 0;
    localparam CVA6ConfigF16AltEn = 0;
    localparam CVA6ConfigF8En = 0;
    localparam CVA6ConfigFVecEn = 0;
    localparam CVA6ConfigCvxifEn = 0;
    localparam CVA6ConfigCExtEn = 1;
    localparam CVA6ConfigAExtEn = 1;
    localparam CVA6ConfigFetchUserEn = 0;
    localparam CVA6ConfigFetchUserWidth = CVA6ConfigXlen;
    localparam CVA6ConfigDataUserEn = 0;
    localparam CVA6ConfigDataUserWidth = CVA6ConfigXlen;
    localparam CVA6ConfigRenameEn = 0;
    localparam CVA6ConfigIcacheSetAssoc = 4;
    localparam CVA6ConfigDcacheSetAssoc = 8;
    localparam CVA6ConfigNrCommitPorts = 2;
    localparam CVA6ConfigNrScoreboardEntries = 8;
    localparam CVA6ConfigFPGAEn = 0;
endpackage
package cva6_config_pkg;
    localparam CVA6ConfigXlen = 32;
    localparam CVA6ConfigFpuEn = 1;
    localparam CVA6ConfigF16En = 0;
    localparam CVA6ConfigF16AltEn = 0;
    localparam CVA6ConfigF8En = 0;
    localparam CVA6ConfigFVecEn = 0;
    localparam CVA6ConfigCvxifEn = 0;
    localparam CVA6ConfigCExtEn = 1;
    localparam CVA6ConfigAExtEn = 1;
    localparam CVA6ConfigFetchUserEn = 0;
    localparam CVA6ConfigFetchUserWidth = CVA6ConfigXlen;
    localparam CVA6ConfigDataUserEn = 0;
    localparam CVA6ConfigDataUserWidth = CVA6ConfigXlen;
    localparam CVA6ConfigRenameEn = 0;
    localparam CVA6ConfigIcacheSetAssoc = 4;
    localparam CVA6ConfigDcacheSetAssoc = 8;
    localparam CVA6ConfigNrCommitPorts = 2;
    localparam CVA6ConfigNrScoreboardEntries = 8;
    localparam CVA6ConfigFPGAEn = 0;
endpackage
package cva6_config_pkg;
    localparam CVA6ConfigXlen = 64;
    localparam CVA6ConfigFpuEn = 1;
    localparam CVA6ConfigF16En = 0;
    localparam CVA6ConfigF16AltEn = 0;
    localparam CVA6ConfigF8En = 0;
    localparam CVA6ConfigFVecEn = 0;
    localparam CVA6ConfigCvxifEn = 1;
    localparam CVA6ConfigCExtEn = 1;
    localparam CVA6ConfigAExtEn = 1;
    localparam CVA6ConfigFetchUserEn = 0;
    localparam CVA6ConfigFetchUserWidth = CVA6ConfigXlen;
    localparam CVA6ConfigDataUserEn = 0;
    localparam CVA6ConfigDataUserWidth = CVA6ConfigXlen;
    localparam CVA6ConfigRenameEn = 0;
    localparam CVA6ConfigIcacheSetAssoc = 4;
    localparam CVA6ConfigDcacheSetAssoc = 8;
    localparam CVA6ConfigNrCommitPorts = 2;
    localparam CVA6ConfigNrScoreboardEntries = 8;
    localparam CVA6ConfigFPGAEn = 0;
endpackage
package cva6_config_pkg;
    localparam CVA6ConfigXlen = 64;
    localparam CVA6ConfigFpuEn = 1;
    localparam CVA6ConfigF16En = 0;
    localparam CVA6ConfigF16AltEn = 0;
    localparam CVA6ConfigF8En = 0;
    localparam CVA6ConfigFVecEn = 0;
    localparam CVA6ConfigCvxifEn = 0;
    localparam CVA6ConfigCExtEn = 1;
    localparam CVA6ConfigAExtEn = 1;
    localparam CVA6ConfigFetchUserEn = 0;
    localparam CVA6ConfigFetchUserWidth = CVA6ConfigXlen;
    localparam CVA6ConfigDataUserEn = 0;
    localparam CVA6ConfigDataUserWidth = CVA6ConfigXlen;
    localparam CVA6ConfigRenameEn = 0;
    localparam CVA6ConfigIcacheSetAssoc = 4;
    localparam CVA6ConfigDcacheSetAssoc = 8;
    localparam CVA6ConfigNrCommitPorts = 2;
    localparam CVA6ConfigNrScoreboardEntries = 8;
    localparam CVA6ConfigFPGAEn = 0;
endpackage
package riscv;
    typedef enum logic[1:0] {
      PRIV_LVL_M = 2'b11,
      PRIV_LVL_S = 2'b01,
      PRIV_LVL_U = 2'b00
    } priv_lvl_t;
    typedef enum logic [1:0] {
        OFF   = 2'b00,
        TOR   = 2'b01,
        NA4   = 2'b10,
        NAPOT = 2'b11
    } pmp_addr_mode_t;
    typedef enum logic [2:0] {
        ACCESS_NONE  = 3'b000,
        ACCESS_READ  = 3'b001,
        ACCESS_WRITE = 3'b010,
        ACCESS_EXEC  = 3'b100
    } pmp_access_t;
    typedef struct packed {
        logic           x;
        logic           w;
        logic           r;
    } pmpcfg_access_t;
    typedef struct packed {
        logic           locked;      
        logic [1:0]     reserved;
        pmp_addr_mode_t addr_mode;   
        pmpcfg_access_t access_type;
    } pmpcfg_t;
endpackage
module counter #(parameter int WID = 4) (
  input clk_i, input rst_ni, input up,  
  input down, output full_o
); 
logic [WID-1:0] cntr_q, cntr_n; 
assign full_o = &cntr_q;
always_comb begin
  cntr_n = cntr_q;
  if (up)        
    cntr_n = cntr_n + 1;
  if (down)      
    cntr_n = cntr_n - 1;
end 
always_ff @(posedge clk_i) begin
  cntr_q <= (!rst_ni) ? '0 : cntr_n;
end
endmodule 
```
**design/flow/run.sh**
```bash
#!/bin/bash
# OpenROAD 26Q1-2900-gdf79404cd8, Yosys 0.63+post, stock flow scripts
make -C /OpenROAD-flow-scripts/flow DESIGN_CONFIG=/design/flow/config.mk WORK_HOME=/design/flow/orfs finish
```
**design/flow/config.mk**
```make
export PLATFORM = sky130hd
export DESIGN_NAME = counter
export DESIGN_NICKNAME = counter
export VERILOG_FILES = /design/flow/design.v
export SDC_FILE = /design/flow/constraint.sdc
export NUM_CORES = 4
export LEC_CHECK = 1
export CORE_AREA = 10 10 70 70
export DIE_AREA = 0 0 80 80
```
**design/flow/constraint.sdc**
```tcl
current_design counter

set clk_period 1.8
set clk_io_pct 0.2

create_clock -name clk0 -period $clk_period [get_ports {clk_i}]

set non_clock_inputs [all_inputs -no_clocks]
set_input_delay [expr $clk_period * $clk_io_pct] -clock clk0 $non_clock_inputs
set_output_delay [expr $clk_period * $clk_io_pct] -clock clk0 [all_outputs]
```
==> flow_summary_export.csv <==
group,metric,value,unit
clock_network,cts_tree,"yes",
place,gp_congestion,0.722,
logic_synthesis,most_common_cell,"dfxtp_1",
hold_path,min_path_type,"flop to flop",
logic_synthesis,synth-async-reset-ratio,0,%
place,place_ws,-0.172,ns
floorplan,core_area,3420,um2
setup_path,cpPeakStageDelay,0.47,ns
place,placedCellCount,80,
logic_synthesis,avgSynthCellArea,9.38,um2
global_route,antenna_found_initial,0,
timing,fin_crit_sh,95.7,%
logic_synthesis,synth_cell_types,21,
flow_run,max_cap_violations,0,
logic_synthesis,yosysTopAreaCell,"dfxtp_1",
floorplan,io_pins,5,
timing,fin_skew,0.00183,ns
drt,wl,538,um
drt,firstDrtPassIters,1,
global_route,gr-usage-all-layers,1.71,%
drt,drt_iter0_drc,0,
timing,final_hold_viol_count,0,
clock_network,clkLatencyLatePin,0.23,ns
final_layout,largest_register,"cntr_q",
timing,fin_tns_setup,0,ns
logic_synthesis,numSynthFlops,4,
place,numPortBuffers,4,
logic_synthesis,top_cells_by_count,"4 x dfxtp_1, 3 x nand2_1",
setup_path,critPathSlowestCell,"clkdlybuf4s50_1",
run_status,outcome,"finished, final reports clean",
drt,drc_errors,0,
floorplan,row_count,21,
timing,setup_ws,0.0780,ns
setup_path,crit_arrival,1.36,ns
clock_network,cts.path.max_buffers,2,
flow_run,warning_count,25,
logic_synthesis,yosys.stat.seqShare,28.4,%
power_and_ir_drop,p_leak,0.160,nW
drt,routedWlPerCell,6.48,um
clock_network,cts-root-buf,"clkbuf_4",
floorplan,fp_util,8.24,%
drt,via_count,223,
timing,worst_slew_pin_slew,0.277,ns
clock_network,path_clk_slew,0.04,ns
timing,hold_slack,0.692,ns
setup_path,cp-end-kind,"output pin",
final_layout,finalNonFillerCells,83,
timing,rsz0062_at_grt,"no",
power_and_ir_drop,power,0.000320,W
clock_network,cts.sinks,4,
setup_path,cp_max_fo,5,
floorplan,die-area,6400,um2
global_route,grt_pass1_wl,869,um
timing,max_slew_margin,81.5,%
timing,drv_slew,0,
setup_path,path_cells,"ha_4 -> and3_1 -> clkdlybuf4s50_1",
timing,max_freq,581,MHz
logic_synthesis,top_area_share,28.4,%
logic_synthesis,syn_inst,30,
logic_synthesis,syn_area,282,um2
logic_synthesis,ys.flop_type,"dfxtp_1",
logic_synthesis,ys_chip_area,282,um2
final_layout,largest_reg_flops,4,
drt,antennaDiodeCount,0,
logic_synthesis,netlist_top_cells_area,"dfxtp_1 28%, ha_1 8.9%, and3b_1 6.2%",
setup_path,cp_data_required_time,1.44,ns
global_route,grt_max_degree,7,
final_layout,largestRegisters,"cntr_q: 4 flops",
logic_synthesis,yosysWarnings,1,
floorplan,fp.dieW,80,um
power_and_ir_drop,vdd_drop_max,0.187,mV
power_and_ir_drop,power.density,748,nW/um2
final_layout,drive_gt1_share,27.0,%
setup_path,start_kind,"flop",
timing,finalSetupViolations,0,
logic_synthesis,ys_cells,30,
logic_synthesis,enable_flop_cells,0,
global_route,grt_overflow,0,
timing,fin_crit,1.72,ns
floorplan,die_h,80,um
drt,via_per_inst,2.69,
clock_network,cts_max_level,1,
setup_path,criticalPathCategory,"flop to output pin",
final_layout,syn_to_final_growth,52.0,%
clock_network,cts_made_buffers,3,
drt,ant_nets,0,
global_route,grt_pass1_vias,216,
-- worst max-delay path, delay by kind of cell, from the launching register on --
kind          cells  cell delay (ns)
fa+ha+maj         1             0.14
buf+inv           1             0.47
flops             1             0.37
simple gates      1             0.15
-- where the power goes --
group          leakage, nW  internal, W  switching (W)
clock               0.0138    0.0000743      0.0000333
sequential          0.0339     0.000103      0.0000146
combinational        0.112    0.0000551      0.0000394
-- cell type report --
class	count	area [um2]
fillers	409	2990
multi-input cells	24	211
flip-flops and latches	4	85.1
well taps	46	57.6
repair buffers	5	47.5
clock buffers	3	22.5
inverters	1	3.75
-- cell usage in the layout (no fill, tap or decap) --
cell type	count
a2111oi_4	1
a21boi_1	1
a21oi_1	1
and2_1	1
and3_1	2
and3b_1	2
and3b_2	1
buf_4	1
clkbuf_4	3
clkdlybuf4s50_1	4
dfxtp_1	2
dfxtp_2	1
dfxtp_4	1
ha_1	1
ha_4	1
inv_1	1
mux2i_1	1
nand2_1	3
nand3_1	1
nand3b_1	1
nand4_1	1
nor2_1	1
or2_1	1
or3_4	1
xnor2_1	2
xor2_1	1
-- cell families (layout without fill, tap and decap cells) --
kind of cell             after synthesis  in the layout  share of synthesized area, %
buffers and inverters                  2              9                          5.33
flip-flops                             4              4                          28.4
adder cells (fa/ha/maj)                2              2                          8.89
AND-OR/OR-AND                          3              3                          9.78
XOR/XNOR                               3              3                          9.34
AND/OR/NAND/NOR                       15             15                          34.7
multiplexers                           1              1                          3.56
-- metrics by stage --
step | utilization (%) | cell area [um2]
floorplan | - | 282
global placement | 11.0 | 375
detailed placement | 11.0 | 375
CTS | 11.8 | 403
global route | 12.5 | 428
finish | 12.5 | 428
-- worst paths after layout --
check / slack (ns) / cells after the start / startpoint / to
worst min-delay path: 0.69 / 3 / cntr_q[3] / cntr_q[3]
worst max-delay path: 0.08 / 3 / cntr_q[0] / full_o
worst min register to register: 0.69 / 3 / cntr_q[3] / cntr_q[3]
worst max register to register: 0.33 / 5 / cntr_q[0] / cntr_q[3]
-- repair_timing --
item	4_1_cts	5_1_grt
buffers inserted	0	0
cloned	0	0
endpoints found under the setup margin	1	2
gates resized	3	3
hold buffers	0	0
-- layer usage --
| layer | track usage (%) | routed length (um) | up-vias |
|---|---|---|---|
| met4 | 0.528 | 7 | 0 |
| met2 | 1.77 | 152 | 7 |
| met1 | 2.46 | 315 | 91 |
| met3 | 1.36 | 63 | 2 |
| li1 | - | - | 123 |
| met5 | 0 | 0 | - |
Power figures rest on the tool's default switching activity, not on a simulated workload.
